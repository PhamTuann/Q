## ./config.mk

```make
export PLATFORM = sky130hd
export DESIGN_NAME = sent_tx_control
export DESIGN_NICKNAME = sent_tx_control
export VERILOG_FILES = /design/flow/design.v
export SDC_FILE = /design/flow/constraint.sdc
export NUM_CORES = 4
export LEC_CHECK = 1
export CORE_AREA = 10 10 87 87
export DIE_AREA = 0 0 97 97
```

## ./constraint.sdc

```tcl
current_design sent_tx_control

set clk_period 2.3
set clk_io_pct 0.2

create_clock -name clk0 -period $clk_period [get_ports {clk}]

set non_clock_inputs [all_inputs -no_clocks]
set_input_delay [expr $clk_period * $clk_io_pct] -clock clk0 $non_clock_inputs
set_output_delay [expr $clk_period * $clk_io_pct] -clock clk0 [all_outputs]
```

## ./design.v

```verilog
module sent_tx_control(
	input clk,
	input reset,
	input channel_format,  
	input optional_pause,
	input config_bit,
	input enable,
	input [3:0] id_4bit,
	input [7:0] id_8bit,
	input [11:0] data_12bit,
	input [15:0] data_16bit,
	input [7:0] data_short,
	input [3:0] crc_serial,
	input [5:0] crc_enhanced,
	input [3:0] crc_fast,
	output reg enable_crc_fast6,
	output reg enable_crc_fast4,
	output reg enable_crc_fast3,
	output reg enable_crc_serial,
	output reg enable_crc_enhanced,
	output reg [23:0] data_fast6_to_crc,
	output reg [15:0] data_fast4_to_crc,
	output reg [11:0] data_fast3_to_crc,
	output reg [11:0] data_short_to_crc,
	output reg [23:0] data_enhanced_to_crc,
	input pulse_done,
	output reg [3:0] data_nibble,
	output reg pulse,
	output reg sync,
	output reg pause,
	input [15:0] data_f1,
	input [11:0] data_f2,
	output reg load_14bit_f1,
	output reg load_12bit_f1,
	output reg load_16bit_f1,
	output reg load_8bit_f2,
	output reg load_10bit_f2,
	output reg load_12bit_f2,
	input done_f1,	
	input done_f2
	);
	localparam TWO_FAST_CHANNELS_12_12 = 0;
	localparam ONE_FAST_CHANNELS_12 = 1;
	localparam HIGH_SPEED_ONE_FAST_CHANNEL_12 = 2;
	localparam SECURE_SENSOR = 3;
	localparam SINGLE_SENSOR_12_0 = 4;
	localparam TWO_FAST_CHANNELS_14_10 = 5;
	localparam TWO_FAST_CHANNELS_16_8 = 6;
	localparam IDLE = 0;
	localparam SYNC = 1;
	localparam STATUS = 2;
	localparam DATA = 3;
	localparam CRC = 4;
	localparam PAUSE = 5;
	reg [2:0] frame_format;
	reg [2:0] state;
	reg [23:0] six_nibbles;
	reg [5:0] count_frame;
	reg sig_prev;
	reg [2:0] count_nibble;
	reg [2:0] count_load;
	reg [15:0] saved_short_data;
	reg [17:0] saved_enhanced_bit3;
	reg [17:0] saved_enhanced_bit2;
	reg crc_done;  
	always @(data_short) begin
		if(data_short == 12'h006 || data_short == 12'h007 || data_short == 12'h008 || data_short == 12'h009
		|| data_short == 12'h00A || data_short == 12'h00C) begin
			frame_format = 0;
		end
		if(data_short == 12'h001) begin
			frame_format = 5;
		end
		if(data_short == 12'h003) begin
			frame_format = 2;
		end
	end
	always @(channel_format or id_8bit or id_4bit or data_12bit or data_16bit) begin
		if(!channel_format) begin
			data_short_to_crc = {id_4bit, data_short};
		end
		if(channel_format && !config_bit) begin 
			data_enhanced_to_crc = {data_12bit[11],1'b0
						,data_12bit[10],config_bit
						,data_12bit[9],id_8bit[7]
						,data_12bit[8],id_8bit[6]
						,data_12bit[7],id_8bit[5]
						,data_12bit[6],id_8bit[4]
						,data_12bit[5],1'b0
						,data_12bit[4],id_8bit[3]
						,data_12bit[3],id_8bit[2]
						,data_12bit[2],id_8bit[1]
						,data_12bit[1],id_8bit[0]
						,data_12bit[0],1'b0
						};
		end
		else begin 
			data_enhanced_to_crc = {data_16bit[11],1'b0
						,data_16bit[10],config_bit
						,data_16bit[9],id_4bit[3]
						,data_16bit[8],id_4bit[2]
						,data_16bit[7],id_4bit[1]
						,data_16bit[6],id_4bit[0]
						,data_16bit[5],1'b0
						,data_16bit[4],data_16bit[15]
						,data_16bit[3],data_16bit[14]
						,data_16bit[2],data_16bit[13]
						,data_16bit[1],data_16bit[12]
						,data_16bit[0],data_16bit[11]
						};	
		end
	end
	always @(crc_done or id_8bit or id_4bit or data_12bit or data_16bit or data_short or crc_serial) begin
		if(crc_done) begin 
			if(!channel_format) saved_short_data = {id_4bit, data_short, crc_serial};
			else if(channel_format && !config_bit) begin
				saved_enhanced_bit3 = {7'b1111110, config_bit, id_8bit[7:4],1'b0,id_8bit[3:0], 1'b0};
				saved_enhanced_bit2 = {crc_enhanced, data_12bit};
			end
			else begin
				saved_enhanced_bit3 = {7'b1111110, config_bit, id_4bit,1'b0,data_16bit[15:12], 1'b0};
				saved_enhanced_bit2 = {crc_enhanced, data_16bit[11:0]};
			end
		end
	end
	always @(posedge clk or posedge reset) begin
		if(reset) begin
			data_nibble <= 0;
			state <= IDLE;
			sync <= 0;
			pause <= 0;
			pulse <= 0;
			count_frame <= 0;
			saved_short_data <= 0;
			saved_enhanced_bit3 <= 0;
			saved_enhanced_bit2 <= 0;
			six_nibbles <= 0;
			enable_crc_fast6 <= 0;
			enable_crc_fast4 <= 0;
			enable_crc_fast3 <= 0;
			enable_crc_serial <= 0;
			enable_crc_enhanced <= 0;
			data_fast6_to_crc <= 0;
			data_fast4_to_crc <= 0;
			data_fast3_to_crc <= 0;
			load_14bit_f1 <= 0;
			load_12bit_f1 <= 0;
			load_16bit_f1 <= 0;
			load_8bit_f2 <= 0;
			load_10bit_f2 <= 0;
			load_12bit_f2 <= 0;
			count_load <= 0;
		end
		else begin
			sig_prev <= pulse_done;
			case(state) 
				IDLE: begin
					pulse <= 0;
					if(enable) begin
						state <= SYNC;
						count_frame <= 0;
						if(!channel_format) begin enable_crc_serial <= 1; crc_done <= 1; end
						else begin enable_crc_enhanced <= 1; crc_done <= 1; end
					end
				end
				SYNC: begin
					sync <= 1;
					if((pulse_done == 0) && (sig_prev==1)) begin
    						state <= STATUS;
  					end
					case(frame_format) 
						TWO_FAST_CHANNELS_12_12: begin 
							if(count_load == 0) begin load_12bit_f1 <= 1; count_load <= 1; end 
							if(done_f1) begin load_12bit_f2 <= 1; load_12bit_f1 <= 0; end
							if(done_f2) begin 
								enable_crc_fast6 <= 1; 
								load_12bit_f2 <= 0; 
								data_fast6_to_crc <= {data_f1[11:0], data_f2[3:0], data_f2[7:4], data_f2[11:8]};
							end
						end
						ONE_FAST_CHANNELS_12: begin 
							if(count_load == 0) begin load_12bit_f1 <= 1; count_load <= 1; end 
							if(done_f1) begin 
								enable_crc_fast3 <= 1; 
								load_12bit_f1 <= 0; 
								data_fast3_to_crc <= {data_f1[11:0]};
							end
						end
						HIGH_SPEED_ONE_FAST_CHANNEL_12: begin 
							if(count_load == 0) begin load_12bit_f1 <= 1; count_load <= 1; end 
							if(done_f1) begin 
								enable_crc_fast4 <= 1; 
								load_12bit_f1 <= 0; 
								data_fast4_to_crc <= {1'b0,data_f1[11:9],1'b0,data_f1[8:6],1'b0,data_f1[5:3],1'b0,data_f1[2:0]};
							end 
						end
						SECURE_SENSOR: begin 
							if(count_load == 0) begin load_12bit_f1 <= 1; count_load <= 1; end 
							if(done_f1) begin
								enable_crc_fast6 <= 1; 
								load_12bit_f1 <= 0; 
								data_fast6_to_crc <= {data_f1[11:0],!data_f1[11:9]};
							end
						end
						SINGLE_SENSOR_12_0: begin 
							if(count_load == 0) begin load_12bit_f1 <= 1; count_load <= 1; end 
							if(done_f1) begin 
								enable_crc_fast6 <= 1; 
								load_12bit_f1 <= 0; 
								data_fast6_to_crc = {data_f1[11:0],12'b0};
							end
						end
						TWO_FAST_CHANNELS_14_10: begin 
							if(count_load == 0) begin load_14bit_f1 <= 1; count_load <= 1; end 
							if(done_f1) begin load_14bit_f1 <= 0; load_10bit_f2 <= 1; end
							if(done_f2) begin 
								enable_crc_fast6 <= 1; 
								load_10bit_f2 <= 0; 
								data_fast6_to_crc = {data_f1[13:0],data_f2[1:0],data_f2[5:2],data_f2[9:6]};
							end
						end
						TWO_FAST_CHANNELS_16_8: begin 
							if(count_load == 0) begin load_16bit_f1 <= 1; count_load <= 1; end 
							if(done_f1) begin load_16bit_f1 <= 0; load_8bit_f2 <= 1; end
							if(done_f2) begin 
								enable_crc_fast6 <= 1; 
								load_8bit_f2 <= 0; 
								data_fast6_to_crc = {data_f1,data_f2[3:0],data_f2[7:4]};
							end
						end	
					endcase
				end
				STATUS: begin
					count_load <= 0;
					sync <= 0;
					pulse <= 1;
					if(enable_crc_fast6 == 1) enable_crc_fast6 <= 0;
					if(enable_crc_fast3 == 1) enable_crc_fast3 <= 0;
					if(enable_crc_fast4 == 1) enable_crc_fast4 <= 0;
					if(enable_crc_serial == 1) enable_crc_serial <= 0;
					if(enable_crc_enhanced == 1) enable_crc_enhanced <= 0;
					if(!channel_format) begin
						data_nibble[2] <= saved_short_data[15];
						if(count_frame ==0) begin
							data_nibble[3] <= 1;
						end
						else data_nibble[3] <= 0;
						if((pulse_done == 0) && (sig_prev==1)) begin
    							state <= DATA;
							saved_short_data <= {saved_short_data[14:0], 1'b0};
  						end
					end
					else begin
						data_nibble[2] <= saved_enhanced_bit2[17];
						data_nibble[3] <= saved_enhanced_bit3[17];
						if((pulse_done == 0) && (sig_prev==1)) begin
    							state <= DATA;
							saved_enhanced_bit2 <= {saved_enhanced_bit2[16:0], 1'b0};
							saved_enhanced_bit3 <= {saved_enhanced_bit3[16:0], 1'b0};
  						end
					end
				end
				DATA: begin
					pulse <= 1;
					if( (frame_format == TWO_FAST_CHANNELS_12_12) || (frame_format == SECURE_SENSOR)|| (frame_format == SINGLE_SENSOR_12_0)||
					(frame_format == TWO_FAST_CHANNELS_14_10) || (frame_format == TWO_FAST_CHANNELS_16_8) ) begin
						data_nibble <= data_fast6_to_crc[23:20];
						if((pulse_done == 0) && (sig_prev==1)) begin
    							count_nibble <= count_nibble + 1;
							data_fast6_to_crc <= {data_fast6_to_crc[19:0], 4'b0000};
  						end
					end
					else if(frame_format == ONE_FAST_CHANNELS_12) begin 
						data_nibble <= data_fast3_to_crc[11:8];
						if((pulse_done == 0) && (sig_prev==1)) begin
    							count_nibble <= count_nibble + 1;
							data_fast3_to_crc <= {data_fast3_to_crc[7:0], 4'b0000};
  						end
					end
					else if(frame_format == HIGH_SPEED_ONE_FAST_CHANNEL_12) begin 
						data_nibble <= data_fast4_to_crc[15:12];
						if((pulse_done == 0) && (sig_prev==1)) begin
    							count_nibble <= count_nibble + 1;
							data_fast4_to_crc <= {data_fast4_to_crc[11:0], 4'b0000};
  						end
					end
				end
				CRC: begin
					pulse <= 1;
					data_nibble <= crc_fast;
					if((pulse_done == 0) && (sig_prev==1)) begin
    						pulse <= 0;
						if(optional_pause) state <= PAUSE;
						else begin
							if(!channel_format && count_frame != 15) begin
								state <= SYNC;
								count_frame <= count_frame + 1;
							end
							else if(channel_format && count_frame != 17) begin
 								state <= SYNC;
								count_frame <= count_frame + 1;
							end
							else state <= IDLE;
						end		
					end
				end
				PAUSE: begin
					pause <= 1;
					if((pulse_done == 0) && (sig_prev==1)) begin
    						pause <= 0;
						if(!channel_format && count_frame != 15) begin
								state <= SYNC;
								count_frame <= count_frame + 1;
							end
							else if(channel_format && count_frame != 17) begin
								 state <= SYNC;
								count_frame <= count_frame + 1;
							end
							else state <= IDLE;
					end
				end
			endcase
		end
	end
	always @(negedge clk or posedge reset) begin	
		if(reset) begin
			count_nibble <= 0;
		end
		else begin
			if(state == DATA) begin
				if( (frame_format == TWO_FAST_CHANNELS_12_12) || (frame_format == SECURE_SENSOR)|| (frame_format == SINGLE_SENSOR_12_0)||
					(frame_format == TWO_FAST_CHANNELS_14_10) || (frame_format == TWO_FAST_CHANNELS_16_8) ) begin
					if(count_nibble == 6) begin
						count_nibble <= 0;
						state <= CRC;
					end
					else state <= DATA;
				end
				else if(frame_format == ONE_FAST_CHANNELS_12) begin 
					if(count_nibble == 3) begin
						count_nibble <= 0;
						state <= CRC;
					end
					else state <= DATA;
				end
				else if(frame_format == HIGH_SPEED_ONE_FAST_CHANNEL_12) begin 
					if(count_nibble == 4) begin
						count_nibble <= 0;
						state <= CRC;
					end
					else state <= DATA;
				end
			end
		end
	end
endmodule
```

## ./run.sh

```bash
#!/bin/bash
# OpenROAD 26Q1-2900-gdf79404cd8, Yosys 0.63+post, stock flow scripts
make -C /OpenROAD-flow-scripts/flow DESIGN_CONFIG=/design/flow/config.mk WORK_HOME=/design/flow/orfs finish
```

==> flow_metrics.py <==
# Synthesis and PnR figures
metrics = {
    "outcome": {
        "status": "finished, final reports clean",
    },
    "synth": {
        "yosys_cells": 112,
        "yosys_area_um2": 1100,
        "yosys_warnings": 117,
        "syn_inst": 112,
        "synth_area_per_cell_um2": 9.79,
        "synth.cell_area_um2": 1100,
        "ys.flops": 13,
        "synth_cell_types": 10,
    },
    "timing": {
        "period_needed_ns": 2.25,
        "unconstrained_endpoints": 24,
        "finalClockPeriodUsage_pct": 97.9,
        "rsz0062_at_grt": "yes",
        "fmax_mhz": 444,
        "slew_violations": 0,
        "hold_viol": 0,
        "finalSetupViolations": 0,
        "unclocked_regs": 12,
    },
    "detailed_routing": {
        "drtIter0Drc": 4,
        "vias": 849,
        "drt-total-wl_um": 3720,
        "antenna_cells": 0,
        "drcViolationCount": 0,
        "drt_pass1_iterations": 3,
        "postRouteAntennaNets": 0,
        "routedWlPerCell_um": 13.5,
        "via_per_inst": 3.09,
    },
    "worst_setup_path": {
        "cp_top_family": "buffers and inverters",
        "cp_cell_sequence": "clkdlybuf4s15_2 > buf_12 > nand2b_4 > buf_6 > mux2_4 > clkdlybuf4s50_1",
        "cp-start-kind": "input pin",
        "crit_buf_inv": 4,
        "crit_arrival_ns": 1.79,
        "critPathCaptureType": "primary output",
        "slowest_stage": "clkdlybuf4s50_1",
        "cp_max_fo": 8,
        "critPathMaxStageDelay_ns": 0.43,
        "setup.worst_path.class": "in -> out",
        "required_ns": 1.84,
    },
    "global_route": {
        "grt_pass1_wl_um": 5420,
        "globalRouteOverflowTotal": 0,
        "grt_antenna_before_repair": 0,
        "grt_pass1_vias": 903,
        "grt_usage_pct": 6.97,
        "grt_max_degree": 9,
    },
    "pwr": {
        "ir_drop_uv": 99.6,
        "power_density_nw_per_um2": 147,
        "power.leakage_nw": 0.963,
        "p_total_uw": 275,
    },
    "run": {
        "cap_violations": 0,
        "warnings": 76,
    },
    "floorplanning": {
        "ios": 205,
        "chipWidth_um": 97,
        "row_count": 27,
        "chip_area_um2": 9410,
        "initial_core_util_pct": 19.4,
        "die_y_um": 97,
        "core_um2": 5640,
    },
    "place": {
        "place_inst": 272,
        "gp_congestion": 0.785,
        "hpwlAfterDp_um": 3450,
        "portBuffers": 86,
    },
    "finish": {
        "area_growth_pct": 70.9,
        "finalNonFillerCells": 275,
        "final_common_cell": "clkdlybuf4s50_1",
        "post_route_cells_drive_above_1_share_pct": 15.3,
        "layout_top_cells": "clkdlybuf4s50_1 (80), conb_1 (72), mux2_4 (19), dlxtn_1 (12), buf_4 (4)",
    },
    "clock_network": {
        "clk_pin_slew_ns": 0,
        "ctsHoldBuffers": 0,
    },
    "min_path": {
        "min_path_type": "in -> async",
    },
}
-- per-layer routing --
metal,up-vias,part of all wire [%],global-route usage (%)
li1,391,-,-
met1,367,40,8.52
met3,2,11,2.79
met5,-,0,0
met4,0,0.75,0.564
met2,89,48,11.7
-- power by group --
| part | leakage (nW) | switching, mW | internal (mW) |
|---|---|---|---|
| logic | 0.854 | 0.0511 | 0.189 |
| clock network | 0 | 0 | 0 |
| registers | 0.109 | 0.00150 | 0.0337 |
| total | 0.963 | 0.0526 | 0.223 |
-- state kept, by name (all words and copies together), names as in the netlist --
register,cells
data_short_to_crc,12
pulse,1
-- synthesized netlist by cell type (all sizes together) --
cell	number	area (um2)
and2	1	6.26
mux2	20	297
conb	2	7.51
buf	74	563
dlxtn	12	180
dfrtp	1	25.0
nand2b	1	13.8
inv	1	3.75
-- area by class of cell --
cell class	count	area (um2)
fill	581	3770
timing repair buffer	95	987
multi-input combinational	94	587
sequential	13	205
tap	72	90.1
inverter	1	3.75
-- final timing paths --
check | startpoint | to | slack [ns] | cells after the start
max | channel_format | data_enhanced_to_crc[9] | 0.05 | 6
min | reset | pulse | 0.60 | 2
max in group asynchronous | reset | pulse | 1.61 | 2
min in group clk0 | pulse | pulse | 1.21 | 1
-- through the flow --
| step | TNS (ns) | util [%] | setup WS [ns] | hold slack [ns] | instance area, um2 |
|---|---|---|---|---|---|
| 5_1_grt | -0.0116 | 33.2 | -0.00602 | 0.632 | 1870 |
| 3_5_place_dp | -4.60 | 32.2 | -0.248 | 0.603 | 1820 |
| 3_3_place_gp | -4.69 | 32.2 | -0.248 | 0.605 | 1820 |
| 6_report | 0 | 33.2 | 0.0494 | 0.601 | 1870 |
| 2_1_floorplan | 0 | - | 0.818 | 0.189 | 1360 |
| 4_1_cts | 0 | 32.7 | 0.0262 | 0.603 | 1850 |
-- what timing repair did --
item,CTS,global route
cloned,1,0
setup buffers,0,2
hold endpoints to repair,0,0
pin swaps,0,0
gates resized,7,4
endpoints found under the setup margin,21,8
-- cell families (layout without fill, tap and decap cells) --
group,after synthesis,in the layout,share of synthesized area (%)
DFF,1,1,2.28
latches,12,12,16.4
other,2,72,0.685
buffers and inverters,75,96,51.7
muxes,20,20,27.1
and+or+nand+nor,2,2,1.83
Power figures rest on the tool's default switching activity, not on a simulated workload.
