<file path="design.v">
module sent_tx_data_reg(
	input clk,
	input reset,
	input load_14bit_f1,
	input load_12bit_f1,
	input load_16bit_f1,
	input load_8bit_f2,
	input load_10bit_f2,
	input load_12bit_f2,
	output reg [15:0] data_f1,
	output reg [11:0] data_f2,
	output reg read_enable_f1,
	output reg read_enable_f2,
	output reg done_f1,	
	output reg done_f2,
	input [7:0] data_in_f1,
	input [7:0] data_in_f2
	);
	reg [4:0] count_enable;
	reg [2:0] count_store;
	reg [7:0] saved_data1;
	reg [7:0] saved_data2;
	reg [5:0] store_data1;
	reg [7:0] saved_data3;
	reg [7:0] saved_data4;
	reg [5:0] store_data2;
	reg [3:0] count_data_f1;
	reg [3:0] count_data_f2;
	always @(posedge clk or posedge reset) begin
		if(reset) begin
			count_enable <= 0;
			read_enable_f1 <= 0;
			read_enable_f2 <= 0;
			saved_data1 <= 0;
			saved_data2 <= 0;
			store_data1 <= 0;
			saved_data3 <= 0;
			saved_data4 <= 0;
			store_data2 <= 0;
			done_f1 <= 0;
			done_f2 <= 0;
			count_store <= 0;
		end
		else begin
			if(load_14bit_f1) begin
				if(count_enable == 6) begin
					read_enable_f1 <= 1;
					count_enable <= 0;
					if(!count_store && count_data_f1 != 3) begin
						saved_data1 <= data_in_f1; 
						count_store <= 1; 
					end else if(!count_store && count_data_f1 == 3) begin
						saved_data1 <= data_in_f1; 
						done_f1 <= 1;
					end else begin 
						saved_data2 <= data_in_f1; 
						count_store <= 0; 
						done_f1 <= 1; 
					end
				end
				else begin count_enable <= count_enable + 1; end
			end
			if(load_12bit_f1) begin
				if(count_enable == 6) begin
					read_enable_f1 <= 1;
					count_enable <= 0;
					if(!count_store && count_data_f1 != 1) begin
						saved_data1 <= data_in_f1; 
						count_store <= 1; 
					end else if(!count_store && count_data_f1 == 1) begin
						saved_data1 <= data_in_f1; 
						done_f1 <= 1;
					end else begin 
						saved_data2 <= data_in_f1; 
						count_store <= 0; 
						done_f1 <= 1; 
					end
				end
				else begin count_enable <= count_enable + 1; end
			end
			if(load_16bit_f1) begin
				if(count_enable == 6) begin
					read_enable_f1 <= 1;
					count_enable <= 0;
					if(!count_store) begin
						saved_data1 <= data_in_f1; 
						count_store <= 1; 
					end else begin 
						saved_data2 <= data_in_f1; 
						count_store <= 0; 
						done_f2 <= 1; 
					end
				end
				else begin count_enable <= count_enable + 1; end
			end
			if(load_12bit_f2) begin
				if(count_enable == 6) begin
					read_enable_f2 <= 1;
					count_enable <= 0;
					if(!count_store && count_data_f2 != 1) begin
						saved_data3 <= data_in_f2; 
						count_store <= 1; 
					end else if(!count_store && count_data_f2 == 1) begin
						saved_data3 <= data_in_f2; 
						done_f2 <= 1;
					end else begin 
						saved_data4 <= data_in_f2; 
						count_store <= 0; 
						done_f2 <= 1; 
					end
				end
				else begin count_enable <= count_enable + 1; end
			end	
			if(load_10bit_f2) begin
				if(count_enable == 6) begin
					read_enable_f2 <= 1;
					count_enable <= 0;
					if(!count_store && count_data_f2 != 3) begin
						saved_data3 <= data_in_f2; 
						count_store <= 1; 
					end else if(!count_store && count_data_f2 == 3) begin
						saved_data3 <= data_in_f2; 
						done_f2 <= 1;
					end else begin 
						saved_data4 <= data_in_f2; 
						count_store <= 0; 
						done_f2 <= 1; 
					end
				end
				else begin count_enable <= count_enable + 1; end
			end	
			if(load_8bit_f2) begin
				if(count_enable == 6) begin
					read_enable_f2 <= 1;
					count_enable <= 0;
					saved_data3 <= data_in_f2; 
				end
				else begin count_enable <= count_enable + 1; end
			end	
			if(done_f1) done_f1 <= 0;
			if(read_enable_f1) read_enable_f1 <= 0;
			if(done_f2) done_f2 <= 0;
			if(read_enable_f2) read_enable_f2 <= 0;
		end
	end
	always @(negedge clk or posedge reset) begin
		if(reset) begin
			count_data_f1 <= 0;
			count_data_f2 <= 0;
			data_f1 <= 0;
			data_f2 <= 0;
		end
		else begin
			if(done_f1) begin 
				if(load_14bit_f1) begin
					if(count_data_f1 == 0)begin data_f1 <= {saved_data1, saved_data2[7:2]}; store_data1 <= saved_data2[1:0]; count_data_f1 <= 1; end
					if(count_data_f1 == 1)begin data_f1 <= {store_data1[1:0],saved_data1, saved_data2[7:4]}; store_data1 <= saved_data2[3:0]; count_data_f1 <= 2; end
					if(count_data_f1 == 2)begin data_f1 <= {store_data1[3:0],saved_data1,saved_data2[7:6]}; store_data1 <= saved_data2[5:0]; count_data_f1 <= 3; end
					if(count_data_f1 == 3)begin data_f1 <= {store_data1,saved_data1}; count_data_f1 <= 0; end
				end
				if(load_16bit_f1) begin data_f1 <= {saved_data1, saved_data2}; end
				if(load_12bit_f1) begin
					if(count_data_f1 == 0)begin data_f1 <= {saved_data1, saved_data2[7:4]}; store_data1 <= saved_data2[3:0]; count_data_f1 <= 1; end
					if(count_data_f1 == 1)begin data_f1 <= {store_data1[3:0], saved_data1}; count_data_f1 <= 0; end
				end
			end
			if(done_f2) begin 
				if(load_8bit_f2) begin data_f2 <= saved_data3; end
				if(load_10bit_f2) begin 
					if(count_data_f2 == 0) begin data_f2 <= {saved_data3, saved_data4[7:6]}; store_data2 <= saved_data4[5:0]; count_data_f2 <= 1; end
					if(count_data_f2 == 1) begin data_f2 <= {store_data2, saved_data3[7:4]}; store_data2 <= saved_data4[3:0]; count_data_f2 <= 2; end
					if(count_data_f2 == 2) begin data_f2 <= {store_data2[3:0], saved_data3[7:2]}; store_data2 <= saved_data4[1:0]; count_data_f2 <= 3; end
					if(count_data_f2 == 3) begin data_f2 <= {store_data2[1:0], saved_data3}; count_data_f2 <= 0; end
				end
				if(load_12bit_f2) begin
					if(count_data_f2 == 0)begin data_f2 <= {saved_data3, saved_data4[7:4]}; store_data2 <= saved_data4[3:0]; count_data_f2 <= 1; end
					if(count_data_f2 == 1)begin data_f2 <= {store_data2[3:0], saved_data3}; count_data_f2 <= 0; end
				end
			end
		end
	end
endmodule
</file>
<file path="run.sh">
#!/bin/bash
# OpenROAD 26Q1-2900-gdf79404cd8, Yosys 0.63+post, stock flow scripts
make -C /OpenROAD-flow-scripts/flow DESIGN_CONFIG=/design/flow/config.mk WORK_HOME=/design/flow/orfs finish
</file>
<file path="config.mk">
export PLATFORM = sky130hd
export DESIGN_NAME = sent_tx_data_reg
export DESIGN_NICKNAME = sent_tx_data_reg
export VERILOG_FILES = /design/flow/design.v
export SDC_FILE = /design/flow/constraint.sdc
export NUM_CORES = 4
export LEC_CHECK = 1
export CORE_UTILIZATION = 40
</file>
<file path="constraint.sdc">
current_design sent_tx_data_reg

set clk_period 6.0
set clk_io_pct 0.2

create_clock -name clk0 -period $clk_period [get_ports {clk}]

set non_clock_inputs [all_inputs -no_clocks]
set_input_delay [expr $clk_period * $clk_io_pct] -clock clk0 $non_clock_inputs
set_output_delay [expr $clk_period * $clk_io_pct] -clock clk0 [all_outputs]
</file>
==> run_results.csv <==
group,metric,value,unit
setup_path,ff2ff_path_depth,6,
setup_path,reg2reg_to,"count_store[1]",
worst_hold_path,hp-class,"reg -> reg",
pwr,power_density,378,mW/mm^2
worst_hold_path,hold_depth,1,
clock_tree,cts_post_setup_buffers_inserted,0,
grt,grt_pass1_wl,21900,um
worst_hold_path,min_from,"read_enable_f1",
setup_path,reg2reg_setup_slack,0.72,ns
route,wl,13000,um
synth,yosysTopAreaCell,"dfrtp_1",
clock_tree,clock_sinks,75,
final_timing,rsz0062_at_grt,"no",
final_timing,max_slew.worst_pin.slew,0.798,ns
placed_design,placed_area,0.00544,sq mm
cells_and_area,seq_area,0.00188,sq mm
clock_tree,ctsHtreeMaxLevel,3,
route,antenna_left,0,
cells_and_area,areaGrowthSynthToFinish,23.6,%
synth,yosys_area,0.00466,sq mm
synth,ys_types,57,
run,warnings,28,
route,drtIter0Drc,274,
setup_path,worst-path-max-fanout,5,
placed_design,gp_congestion,0.886,
pwr,power_leakage,2.30,nW
synth,ys_cells,535,
grt,grt_antenna_before_repair,0,
route,n_antenna_cell,0,
floorplanning,initCoreUtil,41.0,%
setup_path,regToRegStartpoint,"count_data_f2[1]",
synth,yosysWarnings,25,
clock_tree,holdBufCountCts,0,
clock_tree,cts_max_path_buffers,2,
pwr,finalPower,0.00217,W
synth,syn_area,0.00466,sq mm
clock_tree,cts_buffers,9,
final_timing,slew_violations,0,
floorplanning,rows,39,
floorplanning,fp.dieArea,0.0121,sq mm
route,drtPass1Iterations,5,
floorplanning,die_x,110,um
cells_and_area,nFillCells,1046,
placed_design,dp_cells,716,
pwr,vdd_drop_max,0.000207,V
route,routedWlPerCell,17.7,um
placed_design,port_buffers,55,
synth,top_cells_by_area,"dfrtp_1, dfrtn_1, mux2_2",
setup_path,worst-setup-path-type,"in -> reg",
worst_hold_path,hold_end,"read_enable_f1",
cells_and_area,design_area,0.00576,sq mm
synth,synth_cells,535,
floorplanning,die_h,110,um
synth,ys.flops,75,
clock_tree,cts-root-buf,"clkbuf_16",
run,cap_violations,0,
synth,yosysTopAreaCellShare,20.4,%
grt,grt.overflow.total,0,
setup_path,critPathCaptureType,"flip-flop",
cells_and_area,final_util,50.6,%
final_timing,worst_clock_skew,0.0564,ns
cells_and_area,drive_gt1_share,14.1,%
setup_path,arrival,2.93,ns
cells_and_area,logic_area,0.00253,sq mm
synth,syn_area_per_cell,8.71,sq um
clock_tree,cts.repair.resized,0,
grt,grt_usage,24.0,%
route,drc,0,
cells_and_area,final_cells,733,
final_timing,relSlewSlack,46.7,%
synth,synth-edff-count,0,
clock_tree,cts_tree,"built",
setup_path,setup.worst_path.start_class,"input pin",
synth,ff_type,"dfrtp_1",
status,status,"finished, final reports clean",
synth,ys_seq_share,40.4,%
floorplanning,pin_count,56,
setup_path,required,3.18,ns
synth,synth.cells.most_frequent,"nand2_1, o21ai_0, clkbuf_1",
placed_design,dp_hpwl,8760,um
route,vias,4450,
route,vias_per_cell,6.07,
synth,synth-async-reset-ratio,100,%
grt,grt_max_degree,76,
clock_tree,path_clk_slew,0.06,ns
final_timing,setup_viol,0,
floorplanning,core,0.0114,sq mm
clock_tree,clk_latency,0.40,ns
grt,grt_pass1_vias,4133,
final_timing,hold_viol,0,
synth,yosysMostFrequentCell,"nand2_1",
-- per-stage QoR --
step / setup WS, ns / setup TNS (ns) / hold slack, ns
after floorplan: 0.00920 / 0 / 0.378
after global placement: -0.0432 / -0.0780 / 0.415
after detailed placement: -0.105 / -0.339 / 0.423
after CTS: 0.268 / 0 / 0.431
after global routing: 0.0461 / 0 / 0.440
final: 0.246 / 0 / 0.429
-- sequential cells by signal, summed over array words and instances (netlist names) --
| register | count |
|---|---|
| data_f1 | 16 |
| data_f2 | 12 |
| saved_data1 | 8 |
| saved_data2 | 8 |
| saved_data3 | 8 |
| count_enable | 5 |
| count_data_f1 | 4 |
| count_data_f2 | 4 |
| saved_data4 | 4 |
| count_store | 2 |
| done_f1 | 1 |
| done_f2 | 1 |
| read_enable_f1 | 1 |
| read_enable_f2 | 1 |
-- logic make-up (layout without fill, tap and decap cells) --
kind of cell	after synthesis	after routing	share of synthesized area, %
AOI/OAI and AO/OA	190	190	27.6
and+or+nand+nor	166	166	17.2
DFF	75	75	40.4
buffers and inverters	64	119	5.37
muxes	37	37	8.73
adders and majority gates	2	2	0.537
xor gates and xnor gates	1	1	0.188
-- cell type report --
type                            count  area share (%)
Timing Repair Buffer               82            13.5
Multi-Input combinational cell    396            43.9
Inverter                           19            1.24
Clock inverter                      7            1.15
Tap cell                          143            3.11
Sequential cell                    75            32.7
Clock buffer                       11            4.41
-- layer usage --
layer | share of wire [%] | global-route usage [%]
met5 | 0 | 0
met4 | 1.4 | 4.19
met3 | 7.8 | 5.26
met2 | 43 | 32.3
met1 | 48 | 40.7
-- worst max path at each step --
stage / from / to / slack, ns / cells past startpoint
after global routing: load_8bit_f2 / data_f2[3] / 0.05 / 8
after CTS: load_8bit_f2 / data_f2[2] / 0.27 / 8
final: load_8bit_f2 / data_f2[3] / 0.25 / 8
-- worst max-delay path: stages --
cell and delay (ns):
clkdlybuf4s50_1 0.61, buf_4 0.19, mux2i_1 0.21, nor2_1 0.06, a21oi_1 0.14, o21ai_0 0.09, a221oi_1 0.26, o221ai_1 0.16
-- where the power goes --
part / internal [W] / switching [W] / leakage (nW)
Combinational: 0.000397 / 0.000238 / 1.19
Clock: 0.000350 / 0.000226 / 0.166
Sequential: 0.000707 / 0.000255 / 0.945
Total: 0.00145 / 0.000718 / 2.30
-- placed cells by master (no fill, tap or decap), types with 8 or more instances in the layout --
cell and instances:
nand2_1 65, clkdlybuf4s50_1 55, dfrtn_1 34, inv_1 20, nor2_1 32, o22ai_1 12, dfrtp_1 38, a22oi_1 21
a21oi_1 34, a22o_1 13, nand2b_1 8, buf_4 25, clkbuf_16 10, nor3_1 11, o31ai_1 12, a221oi_1 14
o21ai_0 45, o221ai_1 9, nor2b_1 15, nand3_1 13, mux2i_1 8, mux2_2 29
Power is estimated from default activity; no workload was simulated.
