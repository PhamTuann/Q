## flow/run.sh

```bash
#!/bin/bash
# OpenROAD 26Q1-2900-gdf79404cd8, Yosys 0.63+post, stock flow scripts
make -C /OpenROAD-flow-scripts/flow DESIGN_CONFIG=/design/flow/config.mk WORK_HOME=/design/flow/orfs finish
```

## flow/config.mk

```make
export PLATFORM = sky130hd
export DESIGN_NAME = async_fifo
export DESIGN_NICKNAME = async_fifo
export VERILOG_FILES = /design/flow/design.v
export SDC_FILE = /design/flow/constraint.sdc
export NUM_CORES = 4
export LEC_CHECK = 1
export CORE_UTILIZATION = 50
```

## flow/constraint.sdc

```tcl
current_design async_fifo

set clk_period 4.5
set clk_io_pct 0.2

create_clock -name clk0 -period $clk_period [get_ports {read_clk}]
create_clock -name clk1 -period $clk_period [get_ports {write_clk}]

set non_clock_inputs [all_inputs -no_clocks]
set_input_delay [expr $clk_period * $clk_io_pct] -clock clk0 $non_clock_inputs
set_output_delay [expr $clk_period * $clk_io_pct] -clock clk0 [all_outputs]
```

## flow/design.v

```verilog
module fifomem
#(
  parameter DATASIZE = 8,  
  parameter ADDRSIZE = 4   
)
(
  input   write_enable, write_full, write_clk,
  input   [ADDRSIZE-1:0] waddr, raddr,
  input   [DATASIZE-1:0] write_data,
  output  [DATASIZE-1:0] read_data
);
  localparam DEPTH = 1<<ADDRSIZE; 
  logic [DATASIZE-1:0] mem [0:DEPTH-1];
  assign read_data = mem[raddr];
  always_ff @(posedge write_clk)
    if (write_enable && !write_full) 
      	mem[waddr] <= write_data; 
endmodule
module rptr_empty
#(
  parameter ADDRSIZE = 4
)
(
  input   read_enable, read_clk, read_reset_n,
  input   [ADDRSIZE :0] rq2_wptr,
  output reg  read_empty,
  output  [ADDRSIZE-1:0] raddr,
  output reg [ADDRSIZE :0] rptr
);
  reg [ADDRSIZE:0] rbin;
  wire [ADDRSIZE:0] rgraynext, rbinnext;
  always_ff @(posedge read_clk or negedge read_reset_n)
    if (!read_reset_n)
      {rbin, rptr} <= '0;
    else
      {rbin, rptr} <= {rbinnext, rgraynext};
  assign raddr = rbin[ADDRSIZE-1:0];
  assign rbinnext = rbin + (read_enable & ~read_empty);
  assign rgraynext = (rbinnext>>1) ^ rbinnext;
  assign read_empty_val = (rgraynext == rq2_wptr);
  always_ff @(posedge read_clk or negedge read_reset_n)
    if (!read_reset_n)
      read_empty <= 1'b1;
    else
      read_empty <= read_empty_val;
endmodule
module sync_r2w
#(
  parameter ADDRSIZE = 4
)
(
  input   write_clk, write_reset_n,
  input   [ADDRSIZE:0] rptr,
  output reg  [ADDRSIZE:0] wq2_rptr 
);
  reg [ADDRSIZE:0] wq1_rptr;
  always_ff @(posedge write_clk or negedge write_reset_n)
    if (!write_reset_n) {wq2_rptr,wq1_rptr} <= 0;
    else {wq2_rptr,wq1_rptr} <= {wq1_rptr,rptr};
endmodule
module sync_w2r
#(
  parameter ADDRSIZE = 4
)
(
  input   read_clk, read_reset_n,
  input   [ADDRSIZE:0] wptr,
  output reg [ADDRSIZE:0] rq2_wptr
);
  reg [ADDRSIZE:0] rq1_wptr;
  always_ff @(posedge read_clk or negedge read_reset_n)
    if (!read_reset_n)
      {rq2_wptr,rq1_wptr} <= 0;
    else
      {rq2_wptr,rq1_wptr} <= {rq1_wptr,wptr};
endmodule
module wptr_full
#(
  parameter ADDRSIZE = 4
)
(
  input   write_enable, write_clk, write_reset_n,
  input   [ADDRSIZE :0] wq2_rptr,
  output reg  write_full,
  output  [ADDRSIZE-1:0] waddr,
  output reg [ADDRSIZE :0] wptr
);
   reg [ADDRSIZE:0] wbin;
  wire [ADDRSIZE:0] wgraynext, wbinnext;
  always_ff @(posedge write_clk or negedge write_reset_n)
    if (!write_reset_n)
      {wbin, wptr} <= '0;
    else
      {wbin, wptr} <= {wbinnext, wgraynext};
  assign waddr = wbin[ADDRSIZE-1:0];
  assign wbinnext = wbin + (write_enable & ~write_full);
  assign wgraynext = (wbinnext>>1) ^ wbinnext;
  assign write_full_val = (wgraynext=={~wq2_rptr[ADDRSIZE:ADDRSIZE-1], wq2_rptr[ADDRSIZE-2:0]});
  always_ff @(posedge write_clk or negedge write_reset_n)
    if (!write_reset_n)
      write_full <= 1'b0;
    else
      write_full <= write_full_val;
endmodule
module async_fifo
#(
  parameter DATASIZE = 8,
  parameter ADDRESSSIZE = 4
 )
(
  input   write_enable, write_clk, write_reset_n, 
  input   read_enable, read_clk, read_reset_n, 
  input   [DATASIZE-1:0] write_data,
  output  [DATASIZE-1:0] read_data,
  output  write_full,
  output  read_empty
);
  wire [ADDRESSSIZE-1:0] waddr, raddr;
  wire [ADDRESSSIZE:0] wptr, rptr, wq2_rptr, rq2_wptr;
  sync_r2w sync_r2w (.*);
  sync_w2r sync_w2r (.*);
  fifomem #(DATASIZE, ADDRESSSIZE) fifomem (.*);
  rptr_empty #(ADDRESSSIZE) rptr_empty (.*);
  wptr_full #(ADDRESSSIZE) wptr_full (.*);
endmodule
```

==> GITHUB_STEP_SUMMARY <==
### Flow metrics

| Metric | Value |
|---|---|
| Status | `finished clean` |
| Top sig layer | `met4` |
| DR vias | `3039` |
| Adder Area Share | `0.787%` |
| Share of cells above drive strength 1 | `22.9%` |
| Log Warnings | `26` |
| Worst Skew | `0.00703 ns` |
| Setup_tns | `0 ns` |
| Post-synth regs | `168` |
| HP Class | `reg2reg` |
| Crit path max fanout | `21` |
| RSZ-0062 raised after global routing | `no` |
| Avg Inst Size Synth | `19.8 um^2` |
| Row cnt | `40` |
| Clock transition at the registers of the reported paths | `0.05 ns` |
| Crit path buf inv count | `2` |
| Core Util, Final | `61.9%` |
| Worst slew margin | `40.8%` |
| Die area | `13200 um^2` |
| Lkg Pwr | `2.66 nW` |
| # clock sinks | `168` |
| Compound Share, Synth | `2.38%` |
| Synth-to-Final Area Change | `18.9%` |
| PwrDens | `695 nW/um^2` |
| Hold Path Stages | `0` |
| Largest net degree at the start of global routing | `36` |
| Drt via density | `5.51` |
| Crit-path max cell delay | `0.81 ns` |
| XOR Share, Synth | `4.01%` |
| Post-synth area hogs | `edfxtp_1 (60%), dfrtp_1 (15%), mux4_2 (11%)` |
| Final Cell Area | `7560 um^2` |
| Top post-synthesis cells by count | `edfxtp_1 (128), dfrtp_1 (39), mux4_2 (32)` |
| Crit. End Element | `output port` |
| Family with the most delay on the worst path | `flip-flops` |
| Met3 wire length | `1440 um` |
| Grt ovf | `0` |
| # diodes | `0` |
| Post-synthesis cell count | `322` |
| Cell count in the Yosys report | `322` |
| Core ar. | `12200 um^2` |
| IO Pins | `24` |
| RD Place Congestion | `0.754` |
| Synth cell types | `28` |
| Post-CTS sizing | `0` |
| CTS Hold Buffers Added | `0` |
| 1st-pass router iterations | `4` |
| Critical path arrival | `2.63 ns` |
| Die Wd | `115 um` |
| Antenna violations before repair | `0` |
| Ys flop type | `edfxtp_1` |
| Count of final hold-check violations | `0` |
| Area leader, netlist | `edfxtp_1` |
| Final-layout fill cell count | `879` |
| Final setup fails | `0` |
| Post-Synth Simple-Gate Area | `3.89%` |
| Synth warn | `7` |
| DPL Wire Length | `7330 um` |
| Flop area | `4850 um^2` |
| Logic area | `1430 um^2` |
| Slowest CP cell | `dfrtp_2` |
| Wl on met1 | `4580 um` |
| Worst setup margin | `0.969 ns` |
| Cell with the most instances after synthesis | `edfxtp_1` |
| Dominant comb cell | `multiplexers` |
| Post-synth top area share | `60.4%` |
| DRT iter0 DRCs | `188` |
| DR DRC count | `0` |
| Total Routing Usage GR | `21.7%` |
| Initial Util | `52.1%` |
| First-pass GRT wire length | `18300 um` |
| Least-Margin Pin Slew | `0.884 ns` |
| Yosys Chip Area | `6360 um^2` |
| Final wirelength | `11500 um` |
| Post-CTS Setup Repair Bufs | `0` |
| Worst path depth | `5` |
| Ys async rst share | `23.8%` |
| CTS tree | `built` |
| Required time worst endpoint | `3.60 ns` |
| Worst IR drop on VDD | `0.444 mV` |
| Register area share after synthesis | `76.2%` |
| Synthesized cell area | `6360 um^2` |
| Worst Setup Start Kind | `flip-flop` |
| WHS | `0.195 ns` |
| WL per Instance | `20.9 um` |
| FF-to-FF path depth | `6` |
| CP Class | `reg2out` |
| Critical path cell sequence | `buf_4 > mux4_2 > a22oi_1 > nand2_1 > clkdlybuf4s50_1` |
| Mux share of post-synthesis cell area | `11.3%` |
| Number of enable flip-flop cells | `128` |
| DR WL met2 | `5370 um` |
| Placement-stage cell area | `6870 um^2` |
| Number of max-cap violations | `0` |
| Vias in the first global route | `3410` |
| Port bufs | `22` |
| Pre-CTS setup slack | `1.16 ns` |
| Post-route ant nets | `0` |
| Slew Limit Fails | `0` |
| Vert. Die Dim | `115 um` |
cell usage in the layout (no fill, tap or decap), types with 2 or more instances in the layout:
| cell | n |
|---|---|
| edfxtp_1 | 128 |
| dfrtp_1 | 38 |
| mux4_2 | 32 |
| clkdlybuf4s50_1 | 22 |
| clkbuf_16 | 20 |
| buf_4 | 19 |
| a22oi_1 | 16 |
| nor2_1 | 15 |
| xor2_1 | 13 |
| nand2_1 | 13 |
| xnor2_1 | 9 |
| nand3_1 | 8 |
| inv_1 | 6 |
| or3_1 | 5 |
| clkinvlp_4 | 5 |
| nor3_1 | 4 |
| ha_1 | 4 |
| bufinv_16 | 4 |
| nand2b_1 | 3 |
| nor2b_1 | 2 |
| clkinv_4 | 2 |
| clkinv_1 | 2 |
| clkinv_2 | 2 |
per-layer routing:
| metal | up-vias | GRT usage, % |
|---|---|---|
| met5 | - | 0.370 |
| met4 | 0 | 2.34 |
| met3 | 12 | 13.8 |
| met2 | 135 | 30.6 |
| met1 | 1541 | 33.2 |
| li1 | 1351 | - |
metrics by stage:
stage	instances	power (mW)
after global routing	552	5.56
after floorplan	322	3.16
after CTS	552	5.32
after global placement	516	3.68
final	552	5.25
after detailed placement	516	3.68
area by class of cell:
type | count | share of cell area, %
clock buffer | 21 | 6.67
sequential | 168 | 64.1
tap | 168 | 2.78
timing repair buffer | 41 | 4.80
clock inverter | 15 | 2.55
inverter | 6 | 0.298
multi-input combinational | 133 | 18.8
path summary, 6_finish.rpt:
check	from	endpoint	slack [ns]
max in group clk1	write_enable	wptr_full.write_full	1.72
min in group asynchronous	write_reset_n	sync_r2w.wq1_rptr[1]	0.83
min reg2reg	rptr_empty.rptr[0]	sync_r2w.wq1_rptr[0]	0.20
max reg2reg	rptr_empty.rbin[0]	rptr_empty.read_empty	1.94
max in group asynchronous	read_reset_n	rptr_empty.read_empty	3.25
min	rptr_empty.rptr[0]	sync_r2w.wq1_rptr[0]	0.20
max	rptr_empty.rbin[0]	read_data[0]	0.97
min in group clk0	sync_w2r.rq1_wptr[4]	sync_w2r.rq2_wptr[4]	0.35
worst reg2reg max path, cell delays in order, from the launching register on:
cell and delay [ns]:
dfrtp_2 0.81, ha_1 0.34, ha_1 0.24, xor2_1 0.34
xor2_1 0.13, or3_1 0.38, a221oi_2 0.24
registers in the layout, summed over array words and instances, names as in the netlist:
| signal | cells |
|---|---|
| sync_r2w.wq2_rptr | 5 |
| fifomem.mem | 128 |
| wptr_full.wptr | 5 |
| rptr_empty.rbin | 4 |
| sync_r2w.wq1_rptr | 5 |
| rptr_empty.read_empty | 1 |
| sync_w2r.rq2_wptr | 5 |
| wptr_full.write_full | 1 |
| rptr_empty.rptr | 5 |
| sync_w2r.rq1_wptr | 5 |
| wptr_full.wbin | 4 |
cells by family after synthesis:
group,after synthesis
buffers and inverters,21
adders and majority gates,4
xor gates and xnor gates,25
and+or+nand+nor,53
muxes,32
DFF,168
AOI/OAI and AO/OA,19
power breakdown:
part           internal [mW]  switching, mW  total (mW)  leakage, nW
Combinational          0.763          0.682        1.44        0.704
Clock                   1.04          0.573        1.62        0.324
Sequential              1.99          0.203        2.19         1.63
No activity file was given, so power comes from the tool's default toggle rates.
